==> /design/flow/design.v <==
`timescale 10 ns / 1 ns
module axis_whitehole #(
    parameter       DATA_WIDTH          = 32
)(
    input                       aclk,
    input                       aresetn,
    output                      m_axis_tvalid,
    input                       m_axis_tready,
    output [DATA_WIDTH-1:0]     m_axis_tdata,
    output [DATA_WIDTH/8-1:0]   m_axis_tkeep,
    output                      m_axis_tlast
);
    reg [7:0] cnt;
    always @(posedge aclk) begin
        if (!aresetn)
            cnt <= 0;
        else if (m_axis_tvalid && m_axis_tready)
            cnt <= cnt + 1;
    end
    genvar i;
    for (i=0; i<DATA_WIDTH/8; i=i+1) begin
        assign m_axis_tdata[i*8+:8] = cnt;
    end
    assign m_axis_tvalid = 1'b1;
    assign m_axis_tkeep = {DATA_WIDTH/8{1'b1}};
    assign m_axis_tlast = 1'b0;
endmodule
==> /design/flow/run.sh <==
#!/bin/bash
# OpenROAD 26Q1-2900-gdf79404cd8, Yosys 0.63+post, stock flow scripts
make -C /OpenROAD-flow-scripts/flow DESIGN_CONFIG=/design/flow/config.mk WORK_HOME=/design/flow/orfs finish
==> /design/flow/config.mk <==
export PLATFORM = sky130hd
export DESIGN_NAME = axis_whitehole
export DESIGN_NICKNAME = axis_whitehole
export VERILOG_FILES = /design/flow/design.v
export SDC_FILE = /design/flow/constraint.sdc
export NUM_CORES = 4
export LEC_CHECK = 1
export CORE_AREA = 10 10 70 70
export DIE_AREA = 0 0 80 80
==> /design/flow/constraint.sdc <==
current_design axis_whitehole

set clk_period 1.5
set clk_io_pct 0.2

create_clock -name clk0 -period $clk_period [get_ports {aclk}]

set non_clock_inputs [all_inputs -no_clocks]
set_input_delay [expr $clk_period * $clk_io_pct] -clock clk0 $non_clock_inputs
set_output_delay [expr $clk_period * $clk_io_pct] -clock clk0 [all_outputs]
==> run notes <==
Physical implementation status

The run finished with clean final reports. In the final layout, the fill cell count is 366. The placed wire-length estimate after detailed placement stands at about 1200 µm.

The width of the die stands at 80 µm. TritonCTS built the clock tree. The count of clock tree sinks stands at 8.

The clock period could shrink to 1.43 ns. The critical path is of the register to primary output type. The first global-routing pass estimated approximately 2200 µm of wire. In this run the most critical hold path is launched from cnt[7]. The flow reports an fmax of 699 MHz. The number of nets with antenna violations after routing stands at 0.

The per-cell routed wire length stands at approximately 11 µm. The number of buffers and inverters on the critical path is 1. The buffers inserted during post-CTS setup optimization stands at 0. a little over 40 I/O pins were placed. STA lists the startpoint of the worst register-to-register path as cnt[0]. In this run, the number of DRC markers left after iteration 0 of detailed routing was 3.

The worst path meets setup with about 0.070 ns of slack. The number of diodes added for antenna fixing stands at 0. Once synthesis finished, the tally of register bits stood at 8. Counting flops per register, the top entry is cnt.

In the synthesized netlist, the number of instances is 69. The signed area change from the synthesized netlist to the final layout stands at 38.5%. Walking the worst path, the cells encountered are clkdlybuf4s50_1. Per the detailed-route log, wirelength across all metal layers totals 1420 µm. The total number of H-tree levels stands at 1. The via count normalized by instance count stands at roughly 3.4. The flop-to-flop setup slack stands at 0.23 ns. Entering global routing, the biggest net connects 10 pins.

According to the floorplan report, the placeable core area is about 0.0034 mm². STA classifies the critical path endpoint as a primary output. The number of global-route vias before repair stands at 466. The required time at the worst endpoint is listed as between 1 and 1.5 ns.

The number of logged tool warnings stands at 25. For this configuration, the core starts out at a cell density of 17.3%. The tree is rooted in a clkbuf_4. Looking at area per cell type in the netlist, the leader is buf_4. Counting the warning lines in the Yosys log gives 1.

STA lists the maximum fanout along the critical path as 7. The aggregate global-route resource usage stands at around 4.3%. The final tally of setup violations stands at 0. The detailed-router iteration count before antenna repair stands at 2. Dividing total power by cell area gives a power density of about 560 mW/mm². The area reported by Yosys stat stands at 592 µm². The final hold violation count stands at 0. The final hold slack stands at roughly 0.50 ns. The clock reaches the later pin of the worst-skew pair after ~0.25 ns. The highest supply drop recorded on VDD is 0.337 mV.

The registers reported with the highest flop counts are cnt: 8 flops. Looking at the reg2reg group, the worst path ends at cnt[6]. The number of flip-flops in the largest register stands at 8. The fraction of the yosys area taken by sequential cells stands at between 20% and 30%. According to the floorplan report, the total die area is roughly 0.0064 mm². The launch point of the critical path was reported as cnt[6].

The clock slew seen by the registers of the worst setup and hold paths stands at 0.05 ns. At the end of routability-driven placement, the weighted congestion stood at ~0.75. The mean instance size in the synthesized netlist stands at ~8.6 µm². After synthesis, the design contains between 60 and 70 cells according to Yosys. After synthesis, the largest area contributor takes up between 30% and 40% of total cell area. The final setup skew stands at roughly 0.0011 ns. After layout, the design draws a total of approximately 0.46 mW. The number of buffers added by the clock tree synthesis step stands at 3. The peak per-stage delay on the critical path stands at about 0.49 ns. Looking at the critical path, the single cell with the biggest stage delay is clkdlybuf4s50_1.

Row generation in the floorplan step produced 21 rows. The height of the die stands at 80 µm. The cell family contributing the most delay on the critical path is buffers and inverters. The number of slew-limit violations in the final report stands at 0. The final global-route overflow total stands at 0. The total of max-cap violations stands at 0.

Of the cells placed in the final design, the portion with a size suffix greater than 1 is between 15 and 20%. The count of distinct cell types in the synthesized netlist stands at 19. The main area contributors are buf_4 (39%), dfxtp_1 (27%), xnor2_1 (4.4%).

The initial antenna violation count came to 0. The worst hold path terminates at cnt[7]. The via count of the routed design stands at about 430. The leakage dissipation stands at 0.295 nW.

The tightest min-delay check is of the register to register type. Measured in cells, the most critical reg-to-reg path has a length of 4. Counting only logic cells after layout, the most numerous master is clkdlybuf4s50_1. Post-route period utilization is reported as 95.4%.

In the layout the commonest cells are clkdlybuf4s50_1 (34), conb_1 (6), dfxtp_2 (5), and2_1 (4). The number of remaining DRC errors stands at 0. In this run the cell area of the synthesized design comes to between 500 and 600 µm². The number of I/O port buffers stands at 34.

The worst hold path depth stands at 2. The worst setup path is launched from a register. The OpenROAD report gives the critical path a data arrival time of 1.13 ns. The setup slack at placement stands at -0.0352 ns. The number of buffers on the longest clock path stands at 2.
## area by class of cell
type / instances / area, µm² / share of cell area [%]
timing repair buffer: 35 / 348 / 42.4
multi-input combinational: 33 / 210 / 25.6
sequential: 8 / 178 / 21.7
tap: 46 / 57.6 / 7.02
clock buffer: 3 / 22.5 / 2.75
inverter: 1 / 3.75 / 0.458
## synth_stat cells, drive strengths merged
library cell and count:
or3 2, nor3 1, buf 31, nand4 2, a21boi 2, nand2b 1
nor2b 1, conb 2, nand3 2, dfxtp 8, ha 1, inv 1
xor2 1, mux2i 2, and2 4, nand2 3, xnor2 3, o21ai 2
## cell families after synthesis
| group | after synthesis | synth area share [%] |
|---|---|---|
| DFF | 8 | 27.1 |
| adders and majority gates | 1 | 2.11 |
| muxes | 2 | 3.38 |
| and+or+nand+nor | 16 | 16.1 |
| AOI/OAI and AO/OA | 4 | 4.23 |
| buffers and inverters | 32 | 40.0 |
| xor gates and xnor gates | 4 | 5.92 |
| other | 2 | 1.27 |
## routing by layer
layer	routed length [µm]	part of all wire (%)	vias up	track usage, %
li1	-	-	207	-
met1	542	38	192	4.36
met2	552	39	30	6.58
met3	316	22	2	4.09
met4	10	0.70	0	0.528
met5	0	0	-	0
## stage by stage
| step | instances | instance area (µm²) | TNS (ns) | utilization [%] |
|---|---|---|---|---|
| 4_1_cts | 126 | 811 | 0 | 23.7 |
| 2_1_floorplan | 73 | 607 | 0 | - |
| 5_1_grt | 126 | 820 | -0.00477 | 24.0 |
| 3_3_place_gp | 123 | 779 | 0 | 22.8 |
| 6_report | 126 | 820 | 0 | 24.0 |
| 3_5_place_dp | 123 | 779 | -0.0896 | 22.8 |
## what timing repair did
item,4_1_cts,5_1_grt
endpoints found under the setup margin,27,13
gates resized,7,4
hold buffers,0,0
## where the power goes
group          internal, mW  total [mW]  switching (mW)
logic                0.0511      0.0674          0.0163
registers             0.216       0.227          0.0113
clock network        0.0914       0.162          0.0708
## worst max path at each step
stage | end | cells after the start | slack [ns]
final | m_axis_tdata[22] | 1 | 0.07
after CTS | m_axis_tdata[2] | 1 | 0.02
after global routing | m_axis_tdata[8] | 1 | -0.005
Power is estimated from default activity; no workload was simulated.
