===== ./run.sh =====
#!/bin/bash
# OpenROAD 26Q1-2900-gdf79404cd8, Yosys 0.63+post, stock flow scripts
make -C /OpenROAD-flow-scripts/flow DESIGN_CONFIG=/design/flow/config.mk WORK_HOME=/design/flow/orfs finish

===== ./config.mk =====
export PLATFORM = sky130hd
export DESIGN_NAME = axi_id_killer
export DESIGN_NICKNAME = axi_id_killer
export VERILOG_FILES = /design/flow/design.v
export SDC_FILE = /design/flow/constraint.sdc
export NUM_CORES = 4
export LEC_CHECK = 1
export CORE_AREA = 10 10 223 223
export DIE_AREA = 0 0 233 233

===== ./constraint.sdc =====
current_design axi_id_killer

set clk_period 3.5
set clk_io_pct 0.2

create_clock -name clk0 -period $clk_period [get_ports {aclk}]

set non_clock_inputs [all_inputs -no_clocks]
set_input_delay [expr $clk_period * $clk_io_pct] -clock clk0 $non_clock_inputs
set_output_delay [expr $clk_period * $clk_io_pct] -clock clk0 [all_outputs]

===== ./design.v =====
`timescale 1ns / 1ps
module axi_id_killer #(
    parameter   ADDR_WIDTH      = 32,
    parameter   DATA_WIDTH      = 64,
    parameter   ID_WIDTH        = 4,
    parameter   MAX_R_INFLIGHT  = 8,
    parameter   MAX_W_INFLIGHT  = 8
)(
    input                       aclk,
    input                       aresetn,
    input                       s_axi_awvalid,
    output                      s_axi_awready,
    input  [ADDR_WIDTH-1:0]     s_axi_awaddr,
    input  [ID_WIDTH-1:0]       s_axi_awid,
    input  [7:0]                s_axi_awlen,
    input  [2:0]                s_axi_awsize,
    input  [1:0]                s_axi_awburst,
    input  [0:0]                s_axi_awlock,
    input  [3:0]                s_axi_awcache,
    input  [2:0]                s_axi_awprot,
    input  [3:0]                s_axi_awqos,
    input  [3:0]                s_axi_awregion,
    input                       s_axi_arvalid,
    output                      s_axi_arready,
    input  [ADDR_WIDTH-1:0]     s_axi_araddr,
    input  [ID_WIDTH-1:0]       s_axi_arid,
    input  [7:0]                s_axi_arlen,
    input  [2:0]                s_axi_arsize,
    input  [1:0]                s_axi_arburst,
    input  [0:0]                s_axi_arlock,
    input  [3:0]                s_axi_arcache,
    input  [2:0]                s_axi_arprot,
    input  [3:0]                s_axi_arqos,
    input  [3:0]                s_axi_arregion,
    input                       s_axi_wvalid,
    output                      s_axi_wready,
    input  [DATA_WIDTH-1:0]     s_axi_wdata,
    input  [DATA_WIDTH/8-1:0]   s_axi_wstrb,
    input                       s_axi_wlast,
    output                      s_axi_bvalid,
    input                       s_axi_bready,
    output [1:0]                s_axi_bresp,
    output [ID_WIDTH-1:0]       s_axi_bid,
    output                      s_axi_rvalid,
    input                       s_axi_rready,
    output [DATA_WIDTH-1:0]     s_axi_rdata,
    output [1:0]                s_axi_rresp,
    output [ID_WIDTH-1:0]       s_axi_rid,
    output                      s_axi_rlast,
    output                      m_axi_awvalid,
    input                       m_axi_awready,
    output [ADDR_WIDTH-1:0]     m_axi_awaddr,
    output [7:0]                m_axi_awlen,
    output [2:0]                m_axi_awsize,
    output [1:0]                m_axi_awburst,
    output [0:0]                m_axi_awlock,
    output [3:0]                m_axi_awcache,
    output [2:0]                m_axi_awprot,
    output [3:0]                m_axi_awqos,
    output [3:0]                m_axi_awregion,
    output                      m_axi_arvalid,
    input                       m_axi_arready,
    output [ADDR_WIDTH-1:0]     m_axi_araddr,
    output [7:0]                m_axi_arlen,
    output [2:0]                m_axi_arsize,
    output [1:0]                m_axi_arburst,
    output [0:0]                m_axi_arlock,
    output [3:0]                m_axi_arcache,
    output [2:0]                m_axi_arprot,
    output [3:0]                m_axi_arqos,
    output [3:0]                m_axi_arregion,
    output                      m_axi_wvalid,
    input                       m_axi_wready,
    output [DATA_WIDTH-1:0]     m_axi_wdata,
    output [DATA_WIDTH/8-1:0]   m_axi_wstrb,
    output                      m_axi_wlast,
    input                       m_axi_bvalid,
    output                      m_axi_bready,
    input  [1:0]                m_axi_bresp,
    input                       m_axi_rvalid,
    output                      m_axi_rready,
    input  [DATA_WIDTH-1:0]     m_axi_rdata,
    input  [1:0]                m_axi_rresp,
    input                       m_axi_rlast
);
    wire rid_q_write;
    wire rid_q_full;
    wire rid_q_read;
    axi_id_killer_fifo #(
        .WIDTH  (ID_WIDTH),
        .DEPTH  (MAX_R_INFLIGHT)
    ) rid_q (
        .clk    (aclk),
        .rst    (!aresetn),
        .winc   (rid_q_write),
        .wfull  (rid_q_full),
        .wdata  (s_axi_arid),
        .rinc   (rid_q_read),
        .rempty (),
        .rdata  (s_axi_rid)
    );
    assign m_axi_arvalid    = s_axi_arvalid && !rid_q_full;
    assign s_axi_arready    = m_axi_arready && !rid_q_full;
    assign m_axi_araddr     = s_axi_araddr;
    assign m_axi_arlen      = s_axi_arlen;
    assign m_axi_arsize     = s_axi_arsize;
    assign m_axi_arburst    = s_axi_arburst;
    assign m_axi_arlock     = s_axi_arlock;
    assign m_axi_arcache    = s_axi_arcache;
    assign m_axi_arprot     = s_axi_arprot;
    assign m_axi_arqos      = s_axi_arqos;
    assign m_axi_arregion   = s_axi_arregion;
    assign s_axi_rvalid = m_axi_rvalid;
    assign m_axi_rready = s_axi_rready;
    assign s_axi_rdata  = m_axi_rdata;
    assign s_axi_rresp  = m_axi_rresp;
    assign s_axi_rlast  = m_axi_rlast;
    assign rid_q_write = s_axi_arvalid && s_axi_arready;
    assign rid_q_read = s_axi_rvalid && s_axi_rready && s_axi_rlast;
    wire wid_q_write;
    wire wid_q_full;
    wire wid_q_read;
    axi_id_killer_fifo #(
        .WIDTH  (ID_WIDTH),
        .DEPTH  (MAX_W_INFLIGHT)
    ) wid_q (
        .clk    (aclk),
        .rst    (!aresetn),
        .winc   (wid_q_write),
        .wfull  (wid_q_full),
        .wdata  (s_axi_awid),
        .rinc   (wid_q_read),
        .rempty (),
        .rdata  (s_axi_bid)
    );
    assign m_axi_awvalid    = s_axi_awvalid && !wid_q_full;
    assign s_axi_awready    = m_axi_awready && !wid_q_full;
    assign m_axi_awaddr     = s_axi_awaddr;
    assign m_axi_awlen      = s_axi_awlen;
    assign m_axi_awsize     = s_axi_awsize;
    assign m_axi_awburst    = s_axi_awburst;
    assign m_axi_awlock     = s_axi_awlock;
    assign m_axi_awcache    = s_axi_awcache;
    assign m_axi_awprot     = s_axi_awprot;
    assign m_axi_awqos      = s_axi_awqos;
    assign m_axi_awregion   = s_axi_awregion;
    assign m_axi_wvalid     = s_axi_wvalid;
    assign s_axi_wready     = m_axi_wready;
    assign m_axi_wdata      = s_axi_wdata;
    assign m_axi_wstrb      = s_axi_wstrb;
    assign m_axi_wlast      = s_axi_wlast;
    assign s_axi_bvalid     = m_axi_bvalid;
    assign m_axi_bready     = s_axi_bready;
    assign s_axi_bresp      = m_axi_bresp;
    assign wid_q_write = s_axi_awvalid && s_axi_awready;
    assign wid_q_read = s_axi_bvalid && s_axi_bready;
endmodule
`timescale 1ns / 1ps
module axi_id_killer_fifo #(
    parameter WIDTH     = 32,
    parameter DEPTH     = 8
)(
    input  wire                 clk,
    input  wire                 rst,
    input  wire                 winc,
    output reg                  wfull = 1'b0,
    input  wire [WIDTH-1:0]     wdata,
    input  wire                 rinc,
    output reg                  rempty = 1'b1,
    output wire [WIDTH-1:0]     rdata
);
    localparam CNTW = DEPTH > 1 ? $clog2(DEPTH) : 1;
    initial begin
        if (WIDTH <= 0) begin
            $display("%m: WIDTH must be a positive number");
            $finish;
        end
        if (DEPTH <= 0) begin
            $display("%m: DEPTH must be a positive number");
            $finish;
        end
    end
    localparam [CNTW-1:0]
        PTR_MAX = DEPTH - 1,
        PTR_ZRO = 0,
        PTR_INC = 1;
    reg [WIDTH-1:0] data [DEPTH-1:0];
    reg [CNTW-1:0] rp = PTR_ZRO, wp = PTR_ZRO;
    wire wfire = winc && !wfull;
    wire rfire = rinc && !rempty;
    wire [CNTW-1:0] rp_inc = rp == PTR_MAX ? PTR_ZRO : rp + PTR_INC;
    wire [CNTW-1:0] wp_inc = wp == PTR_MAX ? PTR_ZRO : wp + PTR_INC;
    always @(posedge clk)
        if (rst)
            wp <= PTR_ZRO;
        else if (wfire)
            wp <= wp_inc;
    always @(posedge clk)
        if (rst)
            rp <= PTR_ZRO;
        else if (rfire)
            rp <= rp_inc;
    always @(posedge clk)
        if (rst)
            wfull <= 1'b0;
        else if (rfire)
            wfull <= 1'b0;
        else if (wfire && wp_inc == rp)
            wfull <= 1'b1;
    always @(posedge clk)
        if (rst)
            rempty <= 1'b1;
        else if (wfire)
            rempty <= 1'b0;
        else if (rfire && rp_inc == wp)
            rempty <= 1'b1;
    always @(posedge clk)
        if (wfire) data[wp] <= wdata;
    assign rdata = data[rp];
endmodule

==> run summary <==
Vias -> 2487
Total global routing overflow -> 0
Count of endpoints failing setup in the final report -> 0
Initial antenna violation count -> 0
NetSw -> 0.463 mW
IO Pins -> 566
Area share of the largest cell type after synthesis -> 36.4%
Net switching share of the total power -> 20.8%
Initial Util -> 12.5%
Longest Clk Path Bufs -> 2
Sum of routed wire length over all layers -> 13300 um
Launching element type of the critical path -> flop
Total negative slack for setup checks -> 0 ns
Count of instances resized after the clock tree is built -> 0
Max-slew violation count -> 0
Ratio of cells with drive above 1 in the final layout -> 13.6%
Cell area after placement -> 0.00459 mm^2
Vias in the first global route -> 2656
Ratio of final minimum period to clock period -> 88.3%
Final std cell area, no fill -> 0.00491 mm^2
Gate count of the mapped netlist -> 506
# rows -> 77
Die width -> 233 um
Number of clock sinks -> 80
Unrepaired setup endpoints after global routing -> false
Final setup skew -> 0.00476 ns
Arrival time reported for the critical path endpoint -> 2.39 ns
Via-per-instance ratio -> 2.86
Most numerous logic cell after layout -> sky130_fd_sc_hd__edfxtp_1
Share of power burned in the clock network -> 45.2%
Final critical path time including I/O delays and setup -> 3.09 ns
Areal power density over the cells -> 452 mW/mm^2
Transition time of the tightest slew-check pin -> 0.783 ns
Top cells by area in the synthesized netlist -> sky130_fd_sc_hd__buf_4, sky130_fd_sc_hd__edfxtp_1, sky130_fd_sc_hd__dfxtp_1
Leading cell types in the layout, fill and taps excluded -> sky130_fd_sc_hd__edfxtp_1, sky130_fd_sc_hd__clkdlybuf4s50_1, sky130_fd_sc_hd__nor2_1
Syn avg cell area -> 11.0 um^2
Origin of the critical flop-to-flop path -> wid_q.rp[0]$_SDFFE_PN0P_
DRC marker count from the first detailed-route iteration -> 144
Register-to-register path setup slack -> 1.41 ns
Number of distinct library cell variants in the gate-level netlist after synthesis -> 36
Area leader, netlist -> sky130_fd_sc_hd__buf_4
TritonCTS Buffers -> 9
Clock-pin transition on the worst setup and hold timing paths -> 0.06 ns
Area inside the core boundary -> 0.0445 mm^2
Ant diodes -> 0
Worst setup path class -> flop to primary output
Highest achievable clock rate -> 323 MHz
Run status -> finished, final reports clean
Synthesized cell area -> 0.00557 mm^2
Yosys cell count -> 506
OpenROAD warnings -> 25
RR Endpoint -> wid_q.rempty$_SDFFE_PN1P_
Worst min-delay path class -> flop to flop
CP startpoint -> rid_q.rp[0]$_SDFFE_PN0P_
Final Hold Fails -> 0
Area added between synthesis and finish -> -11.7%
Die Size -> 0.0543 mm^2
Die outline height -> 233 um
Endpoint class of the critical path -> primary output
Yosys stat area -> 0.00557 mm^2
VDD IR-drop max -> 200 uV
Total Power Consumption -> 2.22 mW
Number of instances on the worst hold path -> 2
Int Power -> 1.76 mW
Skew-Pair Late Insertion Delay -> 0.34 ns
Detailed-placement wirelength estimate -> 10000 um
Count of TritonRoute iterations in the first routing pass -> 4
Max-cap violations -> 0
Relative slew margins -> 47.3%
Max H-tree Level -> 3
Critical path endpoint -> s_axi_rid[1]
Share of total power in combinational logic -> 6.7%
Warning count from the yosys run -> 1
Leakage component of the power -> 1.47 nW
Data required, critical path -> 2.80 ns
Clock root buffer master -> sky130_fd_sc_hd__clkbuf_16
Global Route Usage Sum -> 4.63%
Buffers inserted during post-CTS setup optimization -> 0
Drt wl/cell -> 15.2 um
Port Buffer Count -> 35
Crit Path Max Fanout -> 14
Global-route wire length before repair -> 17700 um
CTS tree -> built
Post-CTS Hold Fix Bufs -> 0
Hold slack -> 0.581 ns
Ys flops -> 80
Tally of nets with antenna violations remaining after routing -> 0
Number of remaining DRC errors -> 0
Sequential group share of total power -> 48.1%
Routability-driven placement congestion ratio -> 0.769
Sequential share of the synthesized area -> 40.3%
Reg2reg path depth -> 7
Layout Utilization -> 11.0%
Maximum number of pins on one net before global-route repair -> 17
==> layer usage <==
metal / global-route usage (%) / share of wire [%] / up-vias
li1: - / - / 989
met3: 4.90 / 23 / 140
met2: 5.53 / 37 / 299
met1: 3.99 / 29 / 1053
met4: 4.34 / 10 / 6
met5: 2.20 / 1.1 / -
==> power groups by stage <==
stage         sequential (mW)  combinational, mW  clock [mW]
CTS                      1.07              0.153        1.04
global route             1.07              0.166        1.09
finish                   1.07              0.149        1.00
==> cells in the mapped netlist <==
cell,count
sky130_fd_sc_hd__o221a_2,1
sky130_fd_sc_hd__a311o_1,2
sky130_fd_sc_hd__a41oi_1,1
sky130_fd_sc_hd__xnor2_1,6
sky130_fd_sc_hd__nor3b_1,4
sky130_fd_sc_hd__edfxtp_1,64
sky130_fd_sc_hd__nand2b_1,7
sky130_fd_sc_hd__a211oi_1,1
sky130_fd_sc_hd__buf_2,2
sky130_fd_sc_hd__nand2_1,14
sky130_fd_sc_hd__and3b_1,2
sky130_fd_sc_hd__and2_1,2
sky130_fd_sc_hd__mux2i_1,2
sky130_fd_sc_hd__buf_6,2
sky130_fd_sc_hd__nor2_1,21
sky130_fd_sc_hd__a21o_1,1
sky130_fd_sc_hd__xor2_1,3
sky130_fd_sc_hd__dfxtp_1,16
sky130_fd_sc_hd__buf_8,1
sky130_fd_sc_hd__inv_1,1
sky130_fd_sc_hd__mux4_1,8
sky130_fd_sc_hd__nand3b_1,2
sky130_fd_sc_hd__a21oi_1,13
sky130_fd_sc_hd__buf_4,270
sky130_fd_sc_hd__nor2b_1,5
sky130_fd_sc_hd__mux2_2,8
sky130_fd_sc_hd__nor3_1,12
sky130_fd_sc_hd__o22ai_1,1
sky130_fd_sc_hd__o21ai_0,3
sky130_fd_sc_hd__nand4b_1,2
sky130_fd_sc_hd__clkbuf_1,9
sky130_fd_sc_hd__ha_1,8
sky130_fd_sc_hd__nor4_1,2
sky130_fd_sc_hd__mux4_2,8
sky130_fd_sc_hd__o211a_1,1
sky130_fd_sc_hd__a2bb2oi_1,1
==> how the worst min path moves through the flow <==
| stage | startpoint | to | slack (ns) |
|---|---|---|---|
| 4_1_cts | wid_q.wp[2]$_SDFFE_PN0P_ | wid_q.wp[2]$_SDFFE_PN0P_ | 0.59 |
| 5_1_grt | wid_q.wfull$_SDFFE_PP0P_ | wid_q.wfull$_SDFFE_PP0P_ | 0.62 |
| 6_report | wid_q.wp[2]$_SDFFE_PN0P_ | wid_q.wp[2]$_SDFFE_PN0P_ | 0.58 |
==> critical path, stage by stage, from the launching register on <==
cell and delay, ns:
sky130_fd_sc_hd__dfxtp_1 0.71, sky130_fd_sc_hd__mux4_1 0.63, sky130_fd_sc_hd__mux2_2 0.30, sky130_fd_sc_hd__clkdlybuf4s50_1 0.41
==> area by class of cell <==
| class | count | area [um^2] |
|---|---|---|
| sequential | 80 | 2240 |
| timing repair buffer | 41 | 395 |
| fill | 5064 | 39600 |
| clock inverter | 7 | 95.1 |
| multi-input combinational | 141 | 1210 |
| inverter | 1 | 3.75 |
| clock buffer | 9 | 225 |
| tap | 592 | 741 |
==> flip-flops by register name, indices dropped and copies added (netlist names) <==
name / count
rid_q.data: 32
wid_q.data: 32
rid_q.rp: 3
rid_q.wp: 3
wid_q.rp: 3
wid_q.wp: 3
rid_q.rempty: 1
rid_q.wfull: 1
wid_q.rempty: 1
wid_q.wfull: 1
==> cells by family (layout without fill, tap and decap cells) <==
group	count (synthesis)	in the layout	share of synthesized area, %
AOI/OAI and AO/OA	25	25	2.88
muxes	26	26	8.99
adders and majority gates	8	8	1.80
xor gates and xnor gates	9	9	1.42
buffers and inverters	285	58	37.9
and+or+nand+nor	73	73	6.68
DFF	80	80	40.3
==> stage by stage <==
stage / std cells / setup slack [ns]
after floorplan: 506 / 1.46
after global placement: 855 / 0.716
after detailed placement: 855 / 0.718
after CTS: 871 / 0.332
after global routing: 871 / 0.280
final: 871 / 0.408
No activity file was given, so power comes from the tool's default toggle rates.
